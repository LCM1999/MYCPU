--- ./config.mk ---
export PLATFORM = sky130hd
export DESIGN_NAME = RegFile
export DESIGN_NICKNAME = RegFile
export VERILOG_FILES = /design/flow/design.v
export SDC_FILE = /design/flow/constraint.sdc
export NUM_CORES = 4
export LEC_CHECK = 1
export CORE_UTILIZATION = 30
--- ./constraint.sdc ---
current_design RegFile

set clk_period 11.0
set clk_io_pct 0.2

create_clock -name clk0 -period $clk_period [get_ports {CLK}]

set non_clock_inputs [all_inputs -no_clocks]
set_input_delay [expr $clk_period * $clk_io_pct] -clock clk0 $non_clock_inputs
set_output_delay [expr $clk_period * $clk_io_pct] -clock clk0 [all_outputs]
--- ./design.v ---
`timescale 1ns / 1ps
module RegFile(
  input CLK,
  input RST,
  input [4:0] rs,
  input [4:0] rt,
  input [4:0] write,   
  input [31:0] writeData,   
  input RegWre,   
  input [4:0] rd,
  input RegDst,
  output [31:0] readData1, 
  output [31:0] readData2,
  output reg [4:0] addr
  );
  reg [31:0] register[31:1];   
  integer i;
  initial begin
    for(i = 0; i < 32; i = i + 1) register[i] <= 0;
  end
  assign readData1 = (rs==5'b0)? 32'b0 : register[rs];
  assign readData2 = (rt==5'b0)? 32'b0 : register[rt];
  always@(negedge CLK or negedge RST)
  begin
    if(~RST)
      begin
        for(i = 0; i < 32; i = i + 1) register[i] <= 32'b0;
      end
    else begin
      if(RegWre && write < 32)
        begin 
          register[write] = writeData;
        end
    end
  end
  always@(*)
  begin
    case(RegDst)
      1'b0: addr <= rd;
      1'b1: addr <= rt;
    endcase
  end
endmodule  
--- ./run.sh ---
#!/bin/bash
# OpenROAD 26Q1-2900-gdf79404cd8, Yosys 0.63+post, stock flow scripts
make -C /OpenROAD-flow-scripts/flow DESIGN_CONFIG=/design/flow/config.mk WORK_HOME=/design/flow/orfs finish
==> qor.csv <==
metric,value,unit
clk latency late pin,0.66,ns
"Hold Vio Cnt, Final",0,
Die ar.,0.175,mm2
Via density,6.82,
number of cell instances after yosys synthesis,4662,
instance tally after logic synthesis,4662,
tool warnings,40,
max capacitance violation total,0,
Final TNS setup,0,ns
Slew Limit Fails,0,
cell area power density,175,mW/mm2
leak pwr,25.3,nW
peak supply drop,138,uV
async set-or-reset flop fraction in the synthesized netlist,1.00,
sum of routed wire length over all layers,277000,um
chip area from the yosys synthesis statistics,0.0519,mm2
number of synthesis warnings,2,
worst-path fanout max,3,
family of cells with the greatest summed delay on the critical path,AND-OR/OR-AND gates,
slew margin rel.,0.139,
"Arr. time, crit path",8.59,ns
max reg flops,992,
Fin Clk Skew,0,ns
biggest registers after layout,register (992),
Util after Layout,0.351,
H-Tree Depth,3,
Iter 0 DRT Violations,6389,
"Buf+Inv Stages, Crit Path",1,
# fillers,16600,
Startpoint Class,flip-flop,
RSZ-0062 raised after global routing,false,
grt ovf,0,
total core area,0.172,mm2
initial antenna violation count,30,
slowest CP cell,a2111oi_1,
Yosys cell types,61,
post-DR wirelength/cell,39.4,um
maximum single-stage delay on the critical path,0.65,ns
hold buffers post-CTS,0,
worst setup slack before clock tree synthesis,0.730,ns
post-synthesis sequential element count,992,
maximum number of pins on one net before global-route repair,124,
CTS sink cnt,992,
sequential area share after synthesis,0.478,
Inserted Clock Buffers,108,
Hold Crit Class,flip-flop to flip-flop,
Port Buf Inserts,124,
run status,finished clean,
CP cell instances,nand2_1 -> a2111oi_1 -> a21oi_1 -> and3_1 -> a31oi_1 -> clkdlybuf4s50_1,
via count of the first global-routing pass,46600,
Dominant flop cell,dfrtn_1,
drt pass-1 iters,9,
post-DP HPWL,159000,um
die span in x,418,um
syn_area_per_cell,11.1,um2
count of endpoints failing setup in the final report,0,
FF/Latch Area,0.0248,mm2
FP Util,0.302,
start-to-end type of the worst setup path,flip-flop to output port,
synthesis-to-finish area growth,16.1,%
cell area after synthesis,0.0519,mm2
clock transition at the registers of the reported paths,0.05,ns
maximum clock insertion buffer count,3,
master cell of the clock root buffer,clkbuf_16,
share of cells above drive strength 1,0.327,
ports placed on the boundary,125,
total global-route track usage,0.323,
number of enable flip-flop cells,0,
final routed DRC violation total,0,
DRT antenna net count,0,
die extent in y,418,um
worst endpoint required time,8.80,ns
routed via count,48000,
Biggest register,register,
Combinational Area,0.0251,mm2
sort of element at the end of the critical path,output port,
cell row count,152,
clock tree from TritonCTS,built,
routability congestion estimate,1.06,
Setup WS post-layout,0.211,ns
global-route wire length before repair,380000,um
transition time of the tightest slew-check pin,1.29,ns
## final timing paths
check                      cells past startpoint                to              from  slack [ns]
setup / recovery                               6      readData2[8]    register[5][8]        0.21
hold / removal                                 1  register[11][26]  register[11][26]        0.46
setup reg to reg                               1  register[31][25]  register[31][25]       10.07
hold reg to reg                                1  register[11][26]  register[11][26]        0.46
max in group asynchronous                      3   register[10][7]               RST        2.75
min in group asynchronous                      1  register[24][14]               RST        6.90
## per-stage QoR
stage,total power [W],instance area [um2],hold slack [ns],instances
after floorplan,0.00581,51900,0.438,4662
after global placement,0.00664,56600,0.454,6823
after detailed placement,0.00668,56600,0.461,6823
after CTS,0.0105,60300,0.461,7015
after global routing,0.0108,60300,0.485,7018
final,0.0106,60300,0.462,7034
## routing by layer
metal  share of wire  GRT usage  wire length (um)  vias up
met4            0.10      0.248             29000       50
met3            0.18      0.218             49200     1751
li1                -          -                 -    17800
met2            0.39      0.425            109000     4705
met5          0.0031     0.0283               872        -
met1            0.32      0.361             89200    23600
## report_power, final
group,switching [W],leakage [nW],internal (W)
Sequential,0.000663,12.7,0.00443
Clock,0.00162,1.80,0.00223
Combinational,0.000832,10.8,0.000793
Total,0.00311,25.3,0.00745
## cell usage in the layout (no fill, tap or decap), types with 19 or more instances in the layout
cell type	count
nor4_1	47
a22oi_1	353
clkinv_2	24
and4_1	51
buf_4	209
a222oi_1	42
a22o_1	42
and3_1	178
clkbuf_8	20
nand2_1	47
nand3_1	677
buf_12	50
nand4_1	210
nor3_1	21
a21oi_1	75
and2_1	38
a31oi_1	67
clkbuf_16	111
dfrtn_1	992
mux2_2	990
diode_2	19
clkdlybuf4s50_1	117
a2111oi_0	45
## Yosys cell counts, drive strengths merged, types with 51 or more instances
cell / instances / area [um2]
nand3: 679 / 3400
a22oi: 353 / 2650
buf: 286 / 1430
nand4: 210 / 1310
dfrtn: 992 / 24800
and4: 51 / 447
a21oi: 75 / 375
a31oi: 67 / 419
clkbuf: 244 / 917
mux2: 1002 / 11300
nand2: 59 / 221
and3: 180 / 1130
a2111oi: 52 / 478
## logic make-up after synthesis
group | synth area share
buf+inv | 0.0453
mux | 0.218
simple gates | 0.155
compound gates | 0.103
flops | 0.478
## what timing repair did
action,in CTS,in global routing
setup endpoints to repair,0,1
buffers inserted,0,0
resized,0,1
## layout make-up
class / instances / share of cell area
multi-input cells: 3137 / 0.416
flip-flops and latches: 992 / 0.411
repair buffers: 381 / 0.0626
clock buffers: 142 / 0.0513
well taps: 2310 / 0.0479
clock inverters: 50 / 0.00946
diodes: 19 / 0.000788
inverters: 3 / 0.000187
Power figures rest on the tool's default switching activity, not on a simulated workload.
