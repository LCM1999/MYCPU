**./config.mk**
```make
export PLATFORM = sky130hd
export DESIGN_NAME = DataMem
export DESIGN_NICKNAME = DataMem
export VERILOG_FILES = /design/flow/design.v
export SDC_FILE = /design/flow/constraint.sdc
export NUM_CORES = 4
export LEC_CHECK = 1
export CORE_UTILIZATION = 50
```
**./design.v**
```verilog
`timescale 1ns / 1ps
module DataMem(   
  input CLK,
  input RST,
  input read,   
  input write,  
  input [4:0] addr,
  input [31:0] wData,
  output [31:0] rData
  );
  parameter RAM_SIZE = 32;
  reg [31:0] ram [RAM_SIZE-1:0];  
  assign rData = (read && (addr < RAM_SIZE))?ram[addr] : 32'b0;
  integer i;
  always@(posedge CLK or negedge RST)
  begin
    if(~RST)
      begin
        for(i = 0; i < RAM_SIZE; i = i + 1)
          ram[i] <= 32'h00000000;
      end
    else begin
      if(write && (addr < RAM_SIZE))
        begin
          ram[addr] <= wData;
        end
    end
  end
endmodule
```
**./run.sh**
```bash
#!/bin/bash
# OpenROAD 26Q1-2900-gdf79404cd8, Yosys 0.63+post, stock flow scripts
make -C /OpenROAD-flow-scripts/flow DESIGN_CONFIG=/design/flow/config.mk WORK_HOME=/design/flow/orfs finish
```
**./constraint.sdc**
```tcl
current_design DataMem

set clk_period 14.3
set clk_io_pct 0.2

create_clock -name clk0 -period $clk_period [get_ports {CLK}]

set non_clock_inputs [all_inputs -no_clocks]
set_input_delay [expr $clk_period * $clk_io_pct] -clock clk0 $non_clock_inputs
set_output_delay [expr $clk_period * $clk_io_pct] -clock clk0 [all_outputs]
```
==> results_dict.tcl <==
# flow metrics
set metrics [dict create \
    leakage_nw 22.9 \
    ys_seq_elements 1024 \
    synth-edff-count 0 \
    cts_repair_resize_count 0 \
    drtAntennaViolNets 0 \
    top_regs "ram (1024)" \
    drive_gt1_share_pct 40.0 \
    ys_area_um2 46500 \
    vias 31500 \
    holdBufCountCts 0 \
    final_cell_mix "1,024 x mux2_2, 1,024 x dfrtp_1, 200 x nand3_1, 153 x a22oi_1, 149 x buf_4" \
    fp-utilization_pct 50.6 \
    detail_route.wl_per_cell_um 32.2 \
    largest_register_ffs 1024 \
    status "finished clean" \
    dp_hpwl_um 90800 \
    power.switching_mw 1.88 \
    start_kind "primary input" \
    compound_area_share_pct 7.66 \
    arrival_ns 7.10 \
    skew_ns 0 \
    clockBufferDepth 3 \
    total_power_mw 7.57 \
    core_area_um2 91800 \
    ioPinCount 73 \
    period_needed_ns 9.96 \
    place_ws_ns 4.46 \
    area_growth_pct 12.0 \
    power_frac_comb_pct 12.9 \
    dieArea_um2 94200 \
    ys_warn_count 2 \
    die_y_um 307 \
    max_cap_viol_count 0 \
    rsz0062_at_grt "false" \
    ys_seq_share_pct 55.1 \
    hp-class "reg -> reg" \
    overflow 0 \
    drt_first_pass_iters 7 \
    ys_sh_simple_pct 7.10 \
    ys_sh_adder_pct 0 \
    synth_area_per_cell_um2 13.3 \
    rows 111 \
    cp-end-kind "output port" \
    clk_pin_slew_ns 0.06 \
    numCtsBuffers 109 \
    wl_um 154000 \
    grt_pass1_vias 32800 \
    drc 0 \
    chipWidth_um 307 \
    synthTopLogicFamily "multiplexers" \
    p_per_area_nw_per_um2 146 \
    muxShareOfSynthArea_pct 26.3 \
    io_buffers 72 \
    pwr-share-clk_pct 37.9 \
    criticalPathCategory "in -> out" \
    cts_sinks 1024 \
    worst_slew_pin_slew_ns 1.06 \
    slew_viol_final 0 \
    grt_pass1_wl_um 229000 \
    path_max_fanout 34 \
    clock-root-buffer "clkbuf_16" \
    via_per_inst 6.55 \
    hold_violations 0 \
    post_cts_buffers 0 \
    warnings 29 \
    yosys.cell_types.count 70 \
    ys.flop_type "dfrtp_1" \
    setup_viol 0 \
    swShare_pct 24.8 \
    worstHoldPathCells 1 \
    min_period_over_period_pct 69.6 \
    netlist_instances 3500 \
    yosysCellCount 3500 \
    dr.first_iter.drc_count 2403 \
    antenna_found_initial 4 \
    clock.fmax_mhz 100 \
    relSlewSlack_pct 29.1 \
    p_int_mw 5.69 \
    grt_max_degree 142 \
    htreeDepth 3 \
    xor_share_pct 0 \
    timing.final.ws_setup_ns 4.34 \
    cts_tree "done" \
    cp.required_ns 11.44 \
    async_reset_ff_share_pct 100 \
    seq_power_share_pct 49.2 \
    gp_congestion 0.931 \
    r2r_slack_ns 13.50 \
    globalRouteTotalUtil_pct 35.5 \
    fin_setup_tns_ns 0 \
    netlist_area_um2 46500 \
    clkLatencyLatePin_ns 0.68 \
    ir_worst_vdd_mv 0.0932 \
    ff2ff_path_depth 1 \
    regMostFlops "ram" \
]
worst paths after layout:
kind / to / startpoint
max: rData[12] / addr[0]
min: ram[16][5] / ram[16][5]
max reg2reg: ram[7][30] / ram[7][30]
min reg2reg: ram[16][5] / ram[16][5]
max in group asynchronous: ram[4][27] / RST
min in group asynchronous: ram[17][3] / RST
critical path, cell delays in order:
cell	delay [ns]
buf_4	0.40
buf_4	0.55
or3b_1	0.69
nor2_2	0.70
buf_4	0.41
a32oi_1	0.08
and4_1	0.26
a31oi_1	0.54
clkdlybuf4s50_1	0.57
area by class of cell:
type	instances	area (µm²)
clock inverters	27	314
repair buffers	220	1820
flip-flops and latches	1024	25600
multi-input cells	2111	19400
clock buffers	173	3340
well taps	1243	1560
fillers	7151	39800
diodes	1	2.50
inverters	2	7.51
cells in the mapped netlist, types with 38 or more instances:
cell type	count	area, µm²
clkbuf_1	150	563
a22o_1	53	464
nand3_1	202	1010
nor3_1	42	210
mux2_2	1024	11500
a22oi_1	153	1150
and3_1	77	482
mux2_1	42	473
nand4_1	55	344
buf_2	163	816
dfrtp_1	1024	25600
o21ai_0	38	190
per-stage QoR:
stage	utilization, %	instances	cell area (µm²)	hold slack, ns
after floorplan	-	3500	46500	0.449
after global placement	52.7	4600	48400	0.462
after detailed placement	52.7	4600	48400	0.468
after CTS	56.7	4800	52000	0.482
after global routing	56.7	4800	52000	0.501
final	56.7	4801	52000	0.481
power groups by stage:
stage         clock network, mW  logic (mW)  registers, mW
CTS                        2.90       0.977           3.73
global route               3.02        1.06           3.80
finish                     2.87       0.975           3.73
routing by layer:
metal	up-vias	share of wire, %	track usage, %
met1	16500	39	50.5
met5	-	0.014	0
met3	338	12	15.8
li1	13100	-	-
met2	1501	45	51.2
met4	4	3.8	10.7
logic make-up after synthesis:
family | Yosys count
AND-OR/OR-AND | 459
buffers and inverters | 365
flip-flops | 1024
multiplexers | 1089
AND/OR/NAND/NOR | 563
Power and IR drop assume default switching activity.
