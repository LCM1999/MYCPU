==> flow/design.v <==
`timescale 1ns / 1ps
module ALU(
  input [2:0] ALUOp,
  input [31:0] SrcDataA,
  input [31:0] SrcDataB,
  output reg[31:0] result
  );
  reg [31:0] A;
  reg [31:0] B;
  initial begin
    result <= 32'b0;
  end
  always@(*)
  begin
    A = SrcDataA;
    B = SrcDataB;  
    case(ALUOp)
      3'b000: result <= A + B;
      3'b001: result <= A - B;
      3'b010: result <= (A <B) ? 1:0;
      3'b011: result <= (((A < B) && (A[31] == B[31])) || ((A[31] == 1 && B[31] == 0))) ? 1 : 0;
      3'b100: result <= A<<B;
      3'b101: result <= A>>B;
      3'b110: result <= A|B;
      3'b111: result <= A&B;
    endcase
  end
endmodule
==> flow/run.sh <==
#!/bin/bash
# OpenROAD 26Q1-2900-gdf79404cd8, Yosys 0.63+post, stock flow scripts
make -C /OpenROAD-flow-scripts/flow DESIGN_CONFIG=/design/flow/config.mk WORK_HOME=/design/flow/orfs finish
==> flow/config.mk <==
export PLATFORM = sky130hd
export DESIGN_NAME = ALU
export DESIGN_NICKNAME = ALU
export VERILOG_FILES = /design/flow/design.v
export SDC_FILE = /design/flow/constraint.sdc
export NUM_CORES = 4
export LEC_CHECK = 1
export CORE_UTILIZATION = 50
==> flow/constraint.sdc <==
current_design ALU

set clk_period 10.6
set clk_io_pct 0.2

create_clock -name clk0 -period $clk_period

set non_clock_inputs [all_inputs -no_clocks]
set_input_delay [expr $clk_period * $clk_io_pct] -clock clk0 $non_clock_inputs
set_output_delay [expr $clk_period * $clk_io_pct] -clock clk0 [all_outputs]
==> flow_metrics.tcl <==
# place-and-route summary
set metrics [dict create \
    fin_crit_sh_pct 83.5 \
    syn_area_mm2 0.00849 \
    period_needed_ns 8.85 \
    critical_path_arrival_ns 6.73 \
    slew_headroom_pct 35.2 \
    hold_violations 0 \
    cp-start-kind "primary input" \
    grt_max_degree 66 \
    num_vias 10000 \
    grt_pass1_vias 9028 \
    power.density_mw_per_mm2 49.5 \
    portBuffers 99 \
    yosys_cells 1253 \
    grt_use_met3_pct 5.38 \
    syn2layout_area_growth_pct 11.2 \
    use_met2_pct 61.8 \
    pre_cts_ws_ns 1.88 \
    die_h_um 132 \
    warnings 97 \
    worst_pin_slew_ns 0.969 \
    final_util_pct 56.9 \
    maxCapViolCount 0 \
    cp_max_fo 54 \
    grt_pass1_wl_um 53500 \
    drive_above_1_share_pct 8.02 \
    design.die.area_mm2 0.0175 \
    ff_count 0 \
    gr-usage-all-layers_pct 40.4 \
    yosys_warnings 1 \
    drt_first_pass_iters 8 \
    fmax_mhz 113 \
    end_kind "output port" \
    rows 47 \
    path_class "in -> out" \
    status "finished clean" \
    post-route-drc-count 0 \
    placeableCoreArea_mm2 0.0166 \
    antenna_found_initial 1 \
    power_uw 467 \
    rsz0062_at_grt "no" \
    dp_cells 1492 \
    register_area_um2 0 \
    lay_top_count "nor2_1" \
    setup_viol 0 \
    dr.first_iter.drc_count 1044 \
    die_w_um 132 \
    vias_per_cell 6.71 \
    syn_inst 1253 \
    wirelength_um 35000 \
    worst_slack_ns 1.75 \
    report.final.slew_viol_count 0 \
    min_path_type "in -> out" \
    fin_setup_tns_ns 0 \
    nClkBuffers 0 \
    cp_data_required_time_ns 8.48 \
    ctsHoldBuffers 0 \
    ir_drop_v 0.0000624 \
    syn_area_per_cell_um2 6.77 \
    stdcell_count 1492 \
    io-pin-count 99 \
    mostFrequentLayoutCells "nor2_1 (146), a21oi_1 (122), o21ai_0 (101)" \
    fp-utilization_pct 51.2 \
    antenna_left 0 \
    synth_cell_types 83 \
    synth_seq_share_pct 0 \
    wl_per_cell_um 23.5 \
    leakage_uw 0.00386 \
    hpwl_um 27400 \
    antenna-diode-count 0 \
    postCtsSetupBuffers 0 \
    place_congestion 1.05 \
    gr-max-usage-layer "met2" \
    grt_util_met1_pct 57.4 \
    cts_resized 0 \
    ys_area_mm2 0.00849 \
    overflow 0 \
]
[cells in the mapped netlist, drive strengths merged, types with 15 or more instances]
cell / instances / area, µm²
inv: 100 / 375
a221oi: 15 / 144
mux4: 35 / 788
a21oi: 123 / 619
a21o: 19 / 143
o31ai: 16 / 125
a31oi: 16 / 100
mux2i: 49 / 490
nor3: 31 / 160
nand2: 93 / 349
nor2: 146 / 548
o21ai: 106 / 534
a211oi: 27 / 208
clkbuf: 56 / 210
nand3: 26 / 130
nor4: 19 / 119
buf: 45 / 249
ha: 96 / 1200
xnor2: 24 / 210
mux2: 15 / 169
[worst max-delay path, stage by stage]
cell and delay (ns):
clkdlybuf4s50_1 0.47, buf_4 0.46, inv_1 0.17, ha_1 0.52, o21ai_0 0.22, nor3_1 0.41
o21ai_0 0.13, and3_1 0.22, o31a_1 0.38, o21ai_0 0.42, nor4_1 0.15, or4_1 0.50
nand3_1 0.09, clkdlybuf4s50_1 0.46
[per-stage QoR]
stage	cell area (µm²)	hold slack, ns
after detailed placement	9440	5.27
after floorplan	8490	4.51
after global placement	9440	5.25
after CTS	9440	5.27
after global routing	9440	5.34
final	9440	5.28
[worst paths after layout]
path / start / endpoint / slack, ns / cells past startpoint
max: SrcDataB[3] / result[29] / 1.75 / 14
min: ALUOp[0] / result[24] / 5.28 / 4
[kinds of logic after synthesis]
kind of cell / Yosys count / synth area share (%)
mux: 99 / 17.1
simple gates: 372 / 20.0
xor+xnor: 27 / 2.79
buf+inv: 202 / 9.88
fa+ha+maj: 98 / 14.6
compound gates: 455 / 35.6
[routing by layer]
layer  up-vias  wire, µm
li1       4690         -
met5         -         0
met1      4643     14600
met4         0      1910
met3       105      3180
met2       567     15300
[power breakdown]
| part | internal, µW | switching [µW] |
|---|---|---|
| Sequential | 0 | 0 |
| Clock | 0 | 0 |
| Combinational | 193 | 273 |
[layout make-up]
cell class	count	area [µm²]
Timing Repair Buffer	120	1130
Tap cell	220	275
Fill cell	1638	7150
Inverter	101	379
Multi-Input combinational cell	1051	7650
